==> design/flow/design.v <==
`timescale 1ns / 1ps
module s_axi_lite #(
    parameter S_AXI_DATA_WIDTH  = 32,
    parameter S_AXI_ADDR_WIDTH  = 32,
    parameter S_AXI_MEM_DEPTH   = 8 
)
(
    input                               s_axi_clk,
    input                               s_axi_resetn,
    input                               s_axi_awvalid,
    input      [S_AXI_ADDR_WIDTH-1:0]   s_axi_awaddr,
    output                              s_axi_awready,
    input                               s_axi_wvalid,
    input      [S_AXI_DATA_WIDTH-1:0]   s_axi_wdata,
    input      [S_AXI_DATA_WIDTH/8-1:0] s_axi_wstrb,
    output                              s_axi_wready,
    input                               s_axi_bready,
    output      [1:0]                   s_axi_bresp,
    output                              s_axi_bvalid,
    input                               s_axi_arvalid,
    input      [S_AXI_ADDR_WIDTH-1:0]   s_axi_araddr,
    output                              s_axi_arready,
    input                               s_axi_rready,
    output     [S_AXI_DATA_WIDTH-1:0]   s_axi_rdata,
    output      [1:0]                   s_axi_rresp,
    output                              s_axi_rvalid
);
localparam AW_HS = 0, AW_WT = 1;  
localparam W_WT  = 0, W_HS  = 1;  
localparam B_WT  = 0, B_HS  = 1;  
localparam AR_HS = 0, AR_WT = 1;  
localparam R_WT  = 0, R_HS  = 1;  
reg [S_AXI_ADDR_WIDTH-1:0] awaddr  = 0;  
reg                        awready = 0;  
reg                        awstate = 0;  
reg                        wready  = 0;  
reg                        wstate  = 0;  
reg      [1:0]             bresp   = 0;  
reg                        bvalid  = 0;  
reg                        bstate  = 0;  
reg [S_AXI_ADDR_WIDTH-1:0] araddr  = 0;  
reg                        arready = 0;  
reg                        arstate = 0;  
reg [S_AXI_DATA_WIDTH-1:0] rdata   = 0;  
reg      [1:0]             rresp   = 0;  
reg                        rvalid  = 0;  
reg                        rstate  = 0;  
reg [S_AXI_DATA_WIDTH-1:0] slv_mem [0:S_AXI_MEM_DEPTH-1];  
integer i = 0;
initial begin
    for(i = 0;i <S_AXI_MEM_DEPTH;i = i + 1) begin
        slv_mem[i] = 0;
    end
end
wire    aw_handshake = s_axi_awvalid & s_axi_awready;  
wire    w_handshake  = s_axi_wvalid  & s_axi_wready;   
wire    b_handshake  = s_axi_bready  & s_axi_bvalid;   
wire    ar_handshake = s_axi_arvalid & s_axi_arready;  
wire    r_handshake  = s_axi_rready  & s_axi_rvalid;   
wire    addr_err     = (awaddr >= S_AXI_MEM_DEPTH);  
wire    slv_err      = addr_err; 
wire    invalid_read = (s_axi_araddr>>2)>=S_AXI_MEM_DEPTH;
assign  s_axi_awready = awready;
assign  s_axi_wready  = wready;
assign  s_axi_bvalid  = bvalid;
assign  s_axi_bresp   = bresp;
assign  s_axi_arready = arready;
assign  s_axi_rdata   = rdata;
assign  s_axi_rresp   = rresp;
assign  s_axi_rvalid  = rvalid;
always @(posedge s_axi_clk) begin  
    if(!s_axi_resetn) begin
        awready <= 0; awstate <= AW_HS;
    end 
    else begin
        case(awstate) 
            AW_HS: begin
                if(aw_handshake) begin
                    awready <= 0;
                    awaddr  <= s_axi_awaddr >> 2;  
                    awstate <= AW_WT;
                end
                else awready <= 1;
            end
            AW_WT: begin
                if(b_handshake) begin
                    awready <= 1;
                    awstate <= AW_HS;
                end
                else awready <= 0;
            end
            default: awstate <= AW_HS;
        endcase 
    end
end
always @(posedge s_axi_clk) begin    
    if(!s_axi_resetn) begin
        wstate <= W_WT; wready <= 0;
    end
    else begin
        case(wstate)
            W_WT: begin
                if(aw_handshake) begin
                    wready <= 1;
                    wstate <= W_HS;
                end
                else wready <= 0;
            end
            W_HS: begin
                if(w_handshake) begin
                    wready <= 0;
                    wstate <= W_WT;
                    if(!addr_err) begin  
                        for(i = 0; i <S_AXI_DATA_WIDTH/8; i = i + 1) begin
                            if(s_axi_wstrb[i]) slv_mem[awaddr][8*i+:8] <= s_axi_wdata[8*i+:8];
                        end
                    end
                end
            end
            default: wstate <=W_WT;
        endcase
    end
end
always @(posedge s_axi_clk) begin    
    if(!s_axi_resetn) begin
        bstate <= B_WT; bvalid <= 0;
    end
    else begin
        case(bstate)
            B_WT: begin
                if(w_handshake) begin
                    bresp  <= slv_err ? 2'b10:2'b00;
                    bvalid <= 1;
                    bstate <= B_HS; 
                end
                else bvalid <= 0;
            end
            B_HS: begin
                if(b_handshake) begin
                    bstate <= B_WT;
                    bvalid <= 0;
                end
                else bvalid <= 1;
            end
            default : bstate <= B_WT;
        endcase
    end
end
always @(posedge s_axi_clk) begin           
    if(!s_axi_resetn) begin
        arstate <= AR_HS; arready <= 0;
    end
    else begin
        case (arstate)
            AR_HS: begin
                if(ar_handshake) begin
                    arready <= 0;
                    arstate <= AR_WT;
                    araddr  <= s_axi_araddr >> 2;
                end
                else arready <= 1;
            end 
            AR_WT: begin
                if(r_handshake) begin
                    arready <= 1;
                    arstate <= AR_HS;
                end
                else arready <= 0;
            end
            default: arstate <= AR_HS;
        endcase
    end
end
always @(posedge s_axi_clk) begin
    if(!s_axi_resetn) begin
        rstate <= R_WT; rvalid <= 0;
    end
    else begin
        case (rstate)
            R_WT: begin
                if(ar_handshake) begin
                    rvalid <= 1;
                    if(invalid_read) begin 
                        rresp <= 2'b10;
                        rdata <= 0;
                    end
                    else begin
                        rresp <= 2'b00;
                        rdata <= slv_mem[s_axi_araddr>>2];
                    end                                  
                    rstate <= R_HS;
                end
                else rvalid <= 0;
            end
            R_HS: begin
                if(r_handshake) begin
                    rvalid <= 0;
                    rstate <= R_WT;
                end
                else rvalid <= 1;
            end
            default: rstate <= R_WT; 
        endcase
    end
end
endmodule
`timescale 1ns / 1ps
module top_module#(
    parameter S_AXI_DATA_WIDTH  = 32,
    parameter S_AXI_ADDR_WIDTH  = 32,
    parameter S_AXI_MEM_DEPTH   = 8  
)(
    input                               s_axi_clk,
    input                               s_axi_resetn,
    input                               s_axi_awvalid,
    input      [S_AXI_ADDR_WIDTH-1:0]   s_axi_awaddr,
    output                              s_axi_awready,
    input                               s_axi_wvalid,
    input      [S_AXI_DATA_WIDTH-1:0]   s_axi_wdata,
    input      [S_AXI_DATA_WIDTH/8-1:0] s_axi_wstrb,
    output                              s_axi_wready,
    input                               s_axi_bready,
    output      [1:0]                   s_axi_bresp,
    output                              s_axi_bvalid,
    input                               s_axi_arvalid,
    input      [S_AXI_ADDR_WIDTH-1:0]   s_axi_araddr,
    output                              s_axi_arready,
    input                               s_axi_rready,
    output     [S_AXI_DATA_WIDTH-1:0]   s_axi_rdata,
    output      [1:0]                   s_axi_rresp,
    output                              s_axi_rvalid
    );
    s_axi_lite #(
    .S_AXI_ADDR_WIDTH(S_AXI_ADDR_WIDTH),
    .S_AXI_DATA_WIDTH(S_AXI_DATA_WIDTH),
    .S_AXI_MEM_DEPTH(S_AXI_MEM_DEPTH)
     )Slave(
    .s_axi_clk(s_axi_clk),
    .s_axi_resetn(s_axi_resetn),
    .s_axi_awvalid(s_axi_awvalid),
    .s_axi_awaddr(s_axi_awaddr),
    .s_axi_awready(s_axi_awready),
    .s_axi_wvalid(s_axi_wvalid),
    .s_axi_wdata(s_axi_wdata),
    .s_axi_wstrb(s_axi_wstrb),
    .s_axi_wready(s_axi_wready),
    .s_axi_bready(s_axi_bready),
    .s_axi_bvalid(s_axi_bvalid),
    .s_axi_bresp(s_axi_bresp),
    .s_axi_arvalid(s_axi_arvalid),
    .s_axi_arready(s_axi_arready),
    .s_axi_araddr(s_axi_araddr),
    .s_axi_rready(s_axi_rready),
    .s_axi_rvalid(s_axi_rvalid),
    .s_axi_rdata(s_axi_rdata),
    .s_axi_rresp(s_axi_rresp)
    );
endmodule
==> design/flow/run.sh <==
#!/bin/bash
# OpenROAD 26Q1-2900-gdf79404cd8, Yosys 0.63+post, stock flow scripts
make -C /OpenROAD-flow-scripts/flow DESIGN_CONFIG=/design/flow/config.mk WORK_HOME=/design/flow/orfs finish
==> design/flow/config.mk <==
export PLATFORM = sky130hd
export DESIGN_NAME = top_module
export DESIGN_NICKNAME = top_module
export VERILOG_FILES = /design/flow/design.v
export SDC_FILE = /design/flow/constraint.sdc
export NUM_CORES = 4
export LEC_CHECK = 1
export CORE_UTILIZATION = 50
export SYNTH_HDL_FRONTEND = slang
==> design/flow/constraint.sdc <==
current_design top_module

set clk_period 3.5
set clk_io_pct 0.2

create_clock -name clk0 -period $clk_period [get_ports {s_axi_clk}]

set non_clock_inputs [all_inputs -no_clocks]
set_input_delay [expr $clk_period * $clk_io_pct] -clock clk0 $non_clock_inputs
set_output_delay [expr $clk_period * $clk_io_pct] -clock clk0 [all_outputs]
==> impl_metrics.csv <==
group,metric,value,unit
status,status,"finished, final reports clean",
clock_network,cts-resized-gates,0,
min_path,hold_end,"Slave.s_axi_wready$_SDFFE_PN0P_",
flow_run,maxCapViolations,0,
drt,wl,23.90,mm
sta,min_period_over_period,71.95,%
logic_synthesis,ys_top_cells_by_area,"edfxtp_1, mux4_2, mux2i_1",
place,hpwl,14.39,mm
clock_network,cts_buffers,35,
clock_network,clkSinkCount,328,
floorplanning,die_w,160.1,um
cells_and_area,layout_top_cell,"edfxtp_1",
logic_synthesis,ys_cells,586,
worst_setup_path,start_kind,"input port",
floorplanning,core_util_floorplan,51.21,%
drt,antenna_cells_inserted,0,
flow_run,warning_count,29,
logic_synthesis,ys_types,34,
sta,finalSetupTns,0,ps
worst_setup_path,reg2reg_from,"Slave.awaddr[22]$_DFFE_PP_",
sta,fin_crit,2518,ps
worst_setup_path,path_class,"input port to flip-flop",
global_route,grt_max_degree,65,
cells_and_area,final_cell_mix,"edfxtp_1, clkdlybuf4s50_1, nor3_1, mux4_2, buf_4",
place,numPortBuffers,141,
cells_and_area,areaGrowthSynthToFinish,24.57,%
sta,timing.slew.headroom,53.57,%
worst_setup_path,r2r_slack,1300,ps
floorplanning,coreArea,24390,um^2
clock_network,htreeDepth,2,
clock_network,clock_path_buffers,3,
global_route,grt_pass1_wl,37.43,mm
sta,fmax,0.3971,GHz
clock_network,cts_tree,"built",
global_route,grt.overflow.total,0,
clock_network,root_buffer,"clkbuf_16",
worst_setup_path,crit_path_max_fanout,11,
clock_network,cts.clk_slew.worst_paths,50,ps
worst_setup_path,rr_worst_depth,4,
cells_and_area,seq_area,9769,um^2
sta,drv_slew,0,
floorplanning,die_y,160.1,um
logic_synthesis,syn_area,12490,um^2
floorplanning,rows,57,
place,place_congestion,0.7984,
clock_network,cts_post_setup_buffers_inserted,0,
cells_and_area,drive_above_1_share,20.23,%
drt,viasPerCell,5.628,
drt,drt_iter0_drc,374,
sta,setup_violations,0,
sta,skew,15.62,ps
global_route,grtUsageTotal,21.88,%
global_route,antenna_found_initial,1,
logic_synthesis,top_area_cell,"edfxtp_1",
clock_network,clk_latency,500,ps
min_path,holdCritStartpoint,"Slave.s_axi_wready$_SDFFE_PN0P_",
drt,routedWlPerCell,21.34,um
cells_and_area,layout.cells.non_filler,1120,
power_and_ir_drop,power_density,526.2,nW/um^2
cells_and_area,combGateArea,2559,um^2
power_and_ir_drop,leakage,5.006,nW
logic_synthesis,netlist.area_leader.share,76.93,%
floorplanning,io_pins,148,
sta,rsz0062_at_grt,"no",
clock_network,postCtsHoldBufs,0,
worst_setup_path,required,3690,ps
sta,hold_viol,0,
logic_synthesis,synth_chip_area,12490,um^2
drt,drtAntennaViolNets,0,
worst_setup_path,cp_slowest_cell,"clkdlybuf4s50_1",
sta,worst_pin_slew,696.4,ps
logic_synthesis,syn-instance-count,586,
logic_synthesis,synth-seq-cells,328,
place,dp.cells,1060,
logic_synthesis,ys_seq_share,78.21,%
drt,drc,0,
worst_setup_path,rr_endpoint,"Slave.slv_mem[1][22]$_DFFE_PP_",
cells_and_area,nFillCells,1647,
drt,first_pass_iters,4,
min_path,hp-class,"flip-flop to flip-flop",
power_and_ir_drop,ir_worst_vdd,0.4142,mV
floorplanning,dieArea,25620,um^2
worst_setup_path,crit_arrival,2710,ps
worst_setup_path,slowest_delay,650,ps
min_path,min_delay_path_depth,1,
worst_setup_path,endpoint_kind,"flip-flop",
logic_synthesis,synth_area_per_cell,21.32,um^2
global_route,grt_pass1_vias,7005,
worst_setup_path,crit_path_cell_trace,"clkdlybuf4s50_1 -> and4_1 -> nand4_1 -> nor3_1 -> buf_4",
logic_synthesis,yosysWarnings,0,
drt,vias,6303,
worst_setup_path,crit_start,"s_axi_resetn",
[power breakdown]
group          leakage (nW)  switching [mW]  internal [mW]
registers              3.00          0.0112           4.33
logic                  1.47           0.147          0.207
clock network         0.542            1.36           2.14
[flip-flops by register name, indices dropped and copies added, names as in the netlist]
register,count
Slave.arstate,1
Slave.s_axi_rvalid,1
Slave.bstate,1
Slave.s_axi_bresp,1
Slave.slv_mem,256
Slave.s_axi_rresp,1
Slave.awstate,1
Slave.s_axi_awready,1
Slave.s_axi_wready,1
Slave.s_axi_rdata,32
Slave.wstate,1
Slave.awaddr,30
Slave.s_axi_arready,1
[routing by layer]
layer | GRT usage (%) | wire [um] | share of wire [%] | vias up
met5 | 0 | 13 | 0.054 | -
met4 | 2.857 | 327 | 1.4 | 2
met3 | 14.06 | 3351 | 14 | 28
met2 | 31.62 | 11460 | 48 | 379
met1 | 32.61 | 8743 | 37 | 3065
li1 | - | - | - | 2829
[metrics by stage]
stage	worst slack [ps]	power (mW)	utilization, %	hold WS [ps]	cell area, um^2
final	981.7	8.188	63.79	557.3	15560
after global routing	762.9	8.458	63.79	586.0	15560
after CTS	987.6	8.276	63.79	554.0	15560
after detailed placement	470.6	4.779	59.27	527.0	14460
after global placement	592.2	4.769	59.27	530.5	14460
after floorplan	812.5	4.582	-	471.2	12500
[Yosys cell counts]
cell type and number:
nand3_1 1, nor2b_1 2, nand2_1 5, and2_1 5
or2_2 1, nor3_1 66, nor4_2 2, or4b_1 1
or2_1 1, nor3b_1 2, a21oi_1 2, mux2i_1 34
nor4_1 10, nand4_1 6, edfxtp_1 320, buf_4 12
clkbuf_1 10, nand4b_1 4, conb_1 1, mux4_2 64
and4b_1 1, and4_1 1, nor2_1 2, nand3b_1 2
or3b_2 1, nor4b_1 4, and3b_1 1, nand4_2 1
a21boi_0 1, o21a_1 2, or3_1 1, a31o_2 2
buf_2 10, dfxtp_1 8
[critical path: cells and delay by family]
| family | cells | cell delay, ps |
|---|---|---|
| buffers and inverters | 2 | 900 |
| and+or+nand+nor | 3 | 1100 |
[worst max-delay path by stage]
stage	depth (start not counted)	to	slack [ps]
final	5	Slave.slv_mem[1][22]$_DFFE_PP_	980
after global routing	5	Slave.slv_mem[1][26]$_DFFE_PP_	760
after CTS	5	Slave.slv_mem[1][20]$_DFFE_PP_	990
[cell families after synthesis]
kind of cell | share of synthesized area [%]
AND-OR/OR-AND | 0.4007
buffers and inverters | 1.422
flip-flops | 78.21
other | 0.03002
multiplexers | 14.26
AND/OR/NAND/NOR | 5.670
[cell type report]
type                    instances  area share (%)
well taps                     324           2.605
clock inverters                17          0.9891
multi-input cells             227           16.44
clock buffers                  43           6.095
repair buffers                181           11.08
flip-flops and latches        328           62.79
Power and IR drop assume default switching activity.
